**design/flow/design.v**
```verilog
module pcie_piso #(
  parameter DATA_WIDTH = 10
) (
  input  logic clk,
  input  logic reset,
  input  logic enable,
  input  logic load,
  input  logic [DATA_WIDTH-1:0] data_in,
  output logic data_out
);
  logic [DATA_WIDTH-1:0] data = {DATA_WIDTH{1'b0}};
  logic serial_data;
  always_ff @(posedge clk) begin
    if (load && enable) begin
      data <= {data_in[DATA_WIDTH-2:0],1'b0};
    end else if (load) begin
      data <= data_in;
    end else if (enable) begin
      data <= {data[DATA_WIDTH-2:0],1'b0};
    end
  end
  always_ff @(posedge clk) begin
    if (load && enable) begin
      serial_data <= data_in[DATA_WIDTH-1];
    end else begin
      serial_data <= data[DATA_WIDTH-1];
    end
  end
  assign data_out = enable ? serial_data : 1'bz;
endmodule
```
**design/flow/run.sh**
```bash
#!/bin/bash
# OpenROAD 26Q1-2900-gdf79404cd8, Yosys 0.63+post, stock flow scripts
make -C /OpenROAD-flow-scripts/flow DESIGN_CONFIG=/design/flow/config.mk WORK_HOME=/design/flow/orfs finish
```
**design/flow/config.mk**
```make
export PLATFORM = sky130hd
export DESIGN_NAME = pcie_piso
export DESIGN_NICKNAME = pcie_piso
export VERILOG_FILES = /design/flow/design.v
export SDC_FILE = /design/flow/constraint.sdc
export NUM_CORES = 4
export LEC_CHECK = 1
export CORE_AREA = 10 10 73 73
export DIE_AREA = 0 0 83 83
```
**design/flow/constraint.sdc**
```tcl
current_design pcie_piso

set clk_period 1.2
set clk_io_pct 0.2

create_clock -name clk0 -period $clk_period [get_ports {clk}]

set non_clock_inputs [all_inputs -no_clocks]
set_input_delay [expr $clk_period * $clk_io_pct] -clock clk0 $non_clock_inputs
set_output_delay [expr $clk_period * $clk_io_pct] -clock clk0 [all_outputs]
```
==> flow_metrics.env <==
# physical design summary
export IMPL_top_cells_by_count="mux2i_1 (10), nor2_1 (10), a21oi_1 (9), edfxtp_1 (9), dfxtp_1 (2)"
export IMPL_dp_hpwl_um=902
export IMPL_p_total_w=0.000974
export IMPL_routed_wl_um=1160
export IMPL_synth_cell_types=11
export IMPL_fillCellCount=418
export IMPL_top_area_cell="edfxtp_1"
export IMPL_clockBufferDepth=2
export IMPL_critPathSlowestCell="clkdlybuf4s50_1"
export IMPL_cp_required_ps=1160
export IMPL_yosysCellCount=46
export IMPL_wl_per_cell_um=10.3
export IMPL_drv_cap=0
export IMPL_path_cells="clkdlybuf4s50_1, or2_2"
export IMPL_warnings=26
export IMPL_layout_min_cycle_time_ps=1150
export IMPL_syn_area_sq_um=534
export IMPL_clk_pin_slew_ps=50
export IMPL_dr_pass1_iters=3
export IMPL_grt_overflow_total=0
export IMPL_maxSlewHeadroom_pct=84.7
export IMPL_synthToLayoutAreaGrowth_pct=46.1
export IMPL_logic_area_sq_um=204
export IMPL_power_leakage_nw=0.302
export IMPL_cp_end_kind="flop"
export IMPL_viasPerCell=3.45
export IMPL_top_cells_by_area="edfxtp_1 (51%), mux2i_1 (19%), a21oi_1 (8.4%)"
export IMPL_fin_ws_ps=45.2
export IMPL_ios=15
export IMPL_start_kind="input pin"
export IMPL_rsz0062_at_grt="no"
export IMPL_cts_setup_buffers=0
export IMPL_final_util_pct=20.9
export IMPL_crit_cells=2
export IMPL_synthCells=46
export IMPL_synth_top_area_share_pct=50.6
export IMPL_worstSetupPathType="in2reg"
export IMPL_status="finished, final reports clean"
export IMPL_die_height_um=83
export IMPL_fmax_ghz=0.866
export IMPL_die_w_um=83
export IMPL_pre_cts_ws_ps=-267
export IMPL_grt_pass1_wl_um=1970
export IMPL_rr_startpoint="data[4]"
export IMPL_clock_skew_ps=2.98
export IMPL_port_buffer_count=13
export IMPL_regToRegEndpoint="data[5]"
export IMPL_synthArstFlopShare_pct=0
export IMPL_ys_area_sq_um=534
export IMPL_grt_start_max_net_pins=20
export IMPL_critical_path_peak_fanout=9
export IMPL_endpoint="data[1]"
export IMPL_clkLatencyLatePin_ps=240
export IMPL_flop_area_sq_um=310
export IMPL_num_antenna_cells=0
export IMPL_hp_class="reg2reg"
export IMPL_r2r_slack_ps=430
export IMPL_grt_usage_pct=3.48
export IMPL_core_area_sq_um=3740
export IMPL_cp_startpoint="load"
export IMPL_drt_first_iter_violations=38
export IMPL_ir_worst_vdd_mv=0.304
export IMPL_cts_tree="yes"
export IMPL_finalSetupViolations=0
export IMPL_slew_violations=0
export IMPL_cp_num_buf_inv=1
export IMPL_fp_util_pct=14.3
export IMPL_ys_warnings_count=2
export IMPL_cts_buffers=3
export IMPL_layout_worst_path_cycle_share_pct=96.2
export IMPL_synth_area_per_cell_sq_um=11.6
export IMPL_hold_viol=0
export IMPL_yosysSeqAreaShare_pct=58.1
export IMPL_gp_congestion=0.785
export IMPL_postCtsHoldBufs=0
export IMPL_synth_flops=11
export IMPL_vias=386
export IMPL_grt_pass1_vias=386
export IMPL_drt_drc_violations_left=0
export IMPL_cp_top_family="buffers and inverters"
export IMPL_rows=22
export IMPL_power_density_nw_per_um2=1250
export IMPL_drive_above_1_share_pct=14.1
export IMPL_clockRootBuffer="clkbuf_8"
export IMPL_hold_start="data[9]"
export IMPL_dieArea_sq_um=6890
export IMPL_antenna_found_initial=0
export IMPL_rr_worst_depth=2
export IMPL_ys_flop_type="edfxtp_1"
export IMPL_tightestPinTransition_ps=230
export IMPL_clock_sinks=11
export IMPL_cts_htree_levels=1
export IMPL_max_stage_delay_ps=450
export IMPL_ant_nets=0
export IMPL_crit_arrival_ps=1120
export IMPL_synth_edff_count=9
worst reg2reg max path, delay by kind of cell, from the launching register on:
family / cells / cell delay, ps
AND-OR/OR-AND: 1 / 40
flip-flops: 1 / 360
AND/OR/NAND/NOR: 1 / 110
placed cells by master (no fill, tap or decap), drive strengths merged, types with 2 or more instances in the layout:
| cell type | count |
|---|---|
| nor2 | 10 |
| mux2i | 10 |
| buf | 4 |
| clkdlybuf4s50 | 11 |
| edfxtp | 9 |
| a21oi | 9 |
| clkbuf | 4 |
| dfxtp | 2 |
| dlygate4sd2 | 2 |
what timing repair did:
action / 4_1_cts / 5_1_grt
setup endpoints to repair: 6 / 0
endpoints found under the hold margin: 0 / 0
resized: 3 / 0
flip-flops by register name, summed over array words and instances (netlist names):
| register | flops |
|---|---|
| data | 10 |
| serial_data | 1 |
worst min path at each step:
stage        endpoint  cells after the start
4_1_cts   serial_data                      1
5_1_grt   serial_data                      1
6_report  serial_data                      1
report_power, final:
| part | internal [W] | total, W | switching (W) |
|---|---|---|---|
| Clock | 0.000233 | 0.000366 | 0.000134 |
| Combinational | 0.0000803 | 0.000137 | 0.0000572 |
| Sequential | 0.000460 | 0.000470 | 0.0000101 |
area by class of cell:
cell class | count | area share (%)
flip-flops and latches | 11 | 39.7
multi-input cells | 32 | 26.1
repair buffers | 17 | 20.7
well taps | 48 | 7.69
clock buffers | 4 | 5.77
per-stage QoR:
| stage | instances | hold WS, ps | instance area, sq um | TNS [ps] |
|---|---|---|---|---|
| final | 112 | 467 | 781 | 0 |
| after global routing | 112 | 491 | 781 | 0 |
| after global placement | 108 | 452 | 734 | -4260 |
| after CTS | 112 | 472 | 781 | 0 |
| after floorplan | 46 | 384 | 534 | 0 |
| after detailed placement | 108 | 460 | 734 | -4210 |
cells by family (layout without fill, tap and decap cells):
kind of cell	after synthesis	after routing	synth area share, %
simple gates	12	12	8.90
mux	11	11	20.8
flops	11	11	58.1
compound gates	9	9	8.43
buf+inv	3	21	3.75
routing by layer:
layer / share of wire (%) / wire length, um / GRT usage, %
met1: 49 / 564 / 4.69
met2: 35 / 400 / 3.91
met3: 17 / 191 / 3.35
met4: 0 / 0 / 0.308
met5: 0 / 0 / 0
